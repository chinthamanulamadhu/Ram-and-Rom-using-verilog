==> /design/flow/design.v <==
module ram (
    input [1:0] address,       
    input [7:0] data_in,       
    input write_enable,        
    input clk,                 
    output reg [7:0] data_out  
);
    reg [7:0] memory [3:0];    
    always @(posedge clk) begin
        if (write_enable) begin
            memory[address] <= data_in;   
        end else begin
            data_out <= memory[address];   
        end
    end
endmodule
==> /design/flow/run.sh <==
#!/bin/bash
# OpenROAD 26Q1-2900-gdf79404cd8, Yosys 0.63+post, stock flow scripts
make -C /OpenROAD-flow-scripts/flow DESIGN_CONFIG=/design/flow/config.mk WORK_HOME=/design/flow/orfs finish
==> /design/flow/config.mk <==
export PLATFORM = sky130hd
export DESIGN_NAME = ram
export DESIGN_NICKNAME = ram
export VERILOG_FILES = /design/flow/design.v
export SDC_FILE = /design/flow/constraint.sdc
export NUM_CORES = 4
export LEC_CHECK = 1
export CORE_UTILIZATION = 30
==> /design/flow/constraint.sdc <==
current_design ram

set clk_period 2.7
set clk_io_pct 0.2

create_clock -name clk0 -period $clk_period [get_ports {clk}]

set non_clock_inputs [all_inputs -no_clocks]
set_input_delay [expr $clk_period * $clk_io_pct] -clock clk0 $non_clock_inputs
set_output_delay [expr $clk_period * $clk_io_pct] -clock clk0 [all_outputs]
==> run summary <==
number of port buffers: 19
critical path data required time: 2.72 ns
worst-case hold slack: 0.632 ns
number of global-route vias before repair: 689
worst min-delay path startpoint: memory[0][7]$_DFFE_PP_
YS warnings: 1
most frequently used cell type in the post-synthesis netlist: sky130_fd_sc_hd__edfxtp_1
aggregate negative setup slack: 0 ns
wire length per cell after detailed routing: 15.5 um
clock tree sinks: 40
Worst Skew: 0.0105 ns
post-CTS sizing: 0
warning total across the stage logs: 25
antenna violations before repair: 0
synthesized area: 1440 um^2
number of non-filler instances in the completed layout: 135
buffer count from post-CTS setup fixing: 0
number of placement rows: 24
weighted congestion at the end of routability-driven global placement: 0.747
Clock Tree Buf Depth: 2
category of the worst setup path launch point: input pin
first-pass GRT wire length: 3.35 mm
cts bufs inserted: 5
post-synthesis cell type with the largest combined area: sky130_fd_sc_hd__edfxtp_1
synth-to-layout area growth: 25.8%
transition at the pin with the smallest max-transition slack: 0.400 ns
number of stages on the worst hold path: 1
DR vias: 633
count of cells along the worst register-to-register path: 1
Final Slew Violations: 0
overflow left after global routing: 0
Reg2Reg Setup Slack: 1.54 ns
final hold viol count: 0
ratio of final minimum period to clock period: 0.665
Cells after DPL: 127
internal power component: 1.04 mW
pre-placement core utilization: 0.323
Clock Power Share: 0.367
dpl hpwl: 1.41 mm
area of the chip: 5090 um^2
Most common reg cell: sky130_fd_sc_hd__edfxtp_1
class of the most critical hold timing path: flop to flop
max-cap violations: 0
total wire length: 2.09 mm
Slew Limit Headroom: 0.733
portion of total power attributed to combinational logic: 0.061
Static Leakage: 0.600 nW
fraction of synthesis flops using an asynchronous set or reset pin: 0
drt first-iter violations: 37
largest net degree at the start of global routing: 14
CTS tree: done
Root Driver: sky130_fd_sc_hd__clkbuf_8
Post-synth area hogs: sky130_fd_sc_hd__edfxtp_1 (83%), sky130_fd_sc_hd__mux4_2 (9.4%), sky130_fd_sc_hd__mux4_1 (3.6%)
DR DRC count: 0
FF-to-FF End: data_out[0]$_DFFE_PN_
RSZ-0062 raised after global routing: no
synth cell count leaders: sky130_fd_sc_hd__edfxtp_1 (40), sky130_fd_sc_hd__mux4_2 (6), sky130_fd_sc_hd__and3b_2 (2), sky130_fd_sc_hd__mux4_1 (2)
FF+latch count, synth: 40
total setup violations reported at the end of the flow: 0
Diodes inserted: 0
number of levels the H-tree was split into: 2
Reg-to-Reg Start: memory[1][0]$_DFFE_PP_
summed standard-cell area reported by yosys: 1440 um^2
average cell area after synthesis: 26.3 um^2
I/O pin count: 20
count of cell types in the netlist: 9
die width: 71.4 um
post-synthesis instance total: 55
ratio of cells with drive above 1 in the final layout: 0.241
post-layout instance area: 1820 um^2
placement-stage cell area: 1710 um^2
endpoint of the worst hold-timing path: data_out[7]$_DFFE_PN_
number of buffers inserted by hold repair at cts: 0
time the final worst path needs with I/O delays and setup: 1.79 ns
biggest fanout along the worst timing path: 12
proportion of power drawn by flip-flops and latches: 0.572
VDD IR-drop max: 0.205 mV
P per Cell Area: 701 nW/um^2
kind of capture point of the worst setup path: flop
Seq/Total Area, Yosys: 0.832
EDFF count, synth: 40
clock slew seen by the registers of the worst setup and hold paths: 0.07 ns
number of optimization iterations in the first detailed-route pass: 20
clock network latency to the later pin of the worst-skew pair: 0.29 ns
number of vias per cell after detailed routing: 4.69
fraction of power spent switching nets: 0.180
category of the most critical setup path: input pin to flop
Max Clock Freq: 557 MHz
height of the die: 71.4 um
switching power total: 230 uW
cells along the critical path: clkdlybuf4s50_1 > buf_4 > mux4_1
top cell type's share of synthesized area: 0.832
final antenna-violating net count: 0
result of the run: finished, final reports clean
GRT Util Overall: 0.0958
highest cell delay on the worst timing path: 0.59 ns
Critical-path top delay cell: sky130_fd_sc_hd__mux4_1
worst path arrival time: 1.81 ns
placeable core region: 4470 um^2
count of instantiated cells in the yosys netlist: 55
[cell type report]
cell class | instances | area (um^2)
timing repair buffer | 22 | 213
inverter | 1 | 3.75
clock inverter | 3 | 42.5
sequential | 40 | 1200
fill | 371 | 2660
multi-input combinational | 12 | 223
clock buffer | 5 | 68.8
tap | 52 | 65.1
[cell usage in the layout, fill, tap and decap left out]
cell / netlist / layout
sky130_fd_sc_hd__and3_2: 1 / 1
sky130_fd_sc_hd__and3b_2: 2 / 2
sky130_fd_sc_hd__buf_4: 0 / 3
sky130_fd_sc_hd__bufinv_16: 0 / 1
sky130_fd_sc_hd__clkbuf_8: 0 / 5
sky130_fd_sc_hd__clkdlybuf4s50_1: 0 / 19
sky130_fd_sc_hd__clkinv_2: 0 / 1
sky130_fd_sc_hd__clkinvlp_4: 0 / 1
sky130_fd_sc_hd__edfxtp_1: 40 / 40
sky130_fd_sc_hd__inv_1: 1 / 1
sky130_fd_sc_hd__mux4_1: 2 / 2
sky130_fd_sc_hd__mux4_2: 6 / 6
sky130_fd_sc_hd__nor3b_1: 1 / 1
[power by group through the flow]
stage | logic [mW] | registers (mW) | clock network, mW
6_report | 0.0781 | 0.728 | 0.467
5_1_grt | 0.0851 | 0.731 | 0.500
4_1_cts | 0.0802 | 0.729 | 0.477
[layer usage]
metal / GRT usage / up-vias / part of all wire
met1: 0.131 / 326 / 0.44
met3: 0.0542 / 0 / 0.059
met4: 0.0200 / 0 / 0
met5: 0 / - / 0
li1: - / 285 / -
met2: 0.143 / 22 / 0.50
[flip-flops by register name, indices dropped and copies added (netlist names)]
signal	count
data_out	8
memory	32
[critical path: cells and delay by family]
family                 cells  cell delay, ns
multiplexers               1            0.59
buffers and inverters      2            0.68
[worst max-delay path by stage]
stage / start / end / slack, ns / depth (start not counted)
CTS: address[0] / data_out[0]$_DFFE_PN_ / 0.91 / 3
global route: address[0] / memory[0][7]$_DFFE_PP_ / 0.86 / 4
finish: address[0] / data_out[0]$_DFFE_PN_ / 0.91 / 3
[cells by family after synthesis]
family        after synthesis  share of synthesized area
buf+inv                     3                     0.0139
mux                         8                      0.130
flops                      40                      0.832
simple gates                4                     0.0243
[through the flow]
stage / power (mW) / worst slack [ns] / util
global placement: 0.820 / 0.643 / 0.381
detailed placement: 0.823 / 0.600 / 0.381
global route: 1.32 / 0.857 / 0.406
finish: 1.27 / 0.906 / 0.406
CTS: 1.29 / 0.905 / 0.406
floorplan: 0.771 / 0.918 / -
No activity file was given, so power comes from the tool's default toggle rates.
